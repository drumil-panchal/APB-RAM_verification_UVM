[config.mk]
export PLATFORM = sky130hd
export DESIGN_NAME = apb_ram
export DESIGN_NICKNAME = apb_ram
export VERILOG_FILES = /design/flow/design.v
export SDC_FILE = /design/flow/constraint.sdc
export NUM_CORES = 4
export LEC_CHECK = 1
export CORE_UTILIZATION = 40
[constraint.sdc]
current_design apb_ram

set clk_period 16.6
set clk_io_pct 0.2

create_clock -name clk0 -period $clk_period [get_ports {pclk}]

set non_clock_inputs [all_inputs -no_clocks]
set_input_delay [expr $clk_period * $clk_io_pct] -clock clk0 $non_clock_inputs
set_output_delay [expr $clk_period * $clk_io_pct] -clock clk0 [all_outputs]
[design.v]
module apb_ram (
  input presetn,
  input pclk,
  input psel,
  input penable,
  input pwrite,
  input [31:0] paddr, pwdata,
  output reg [31:0] prdata,
  output reg pready, pslverr
);
  reg [31:0] mem [32];
  typedef enum {idle = 0, setup = 1, access = 2, transfer = 3} state_type;
  state_type state = idle; 
  always@(posedge pclk)
    begin
      if(presetn == 1'b0)  
        begin
            state <= idle;
            prdata <= 32'h00000000;
            pready <= 1'b0;
            pslverr <= 1'b0;
            for(int i = 0; i < 32; i++) 
                begin
                    mem[i] <= 0;
                end
       end 
      else 
        begin
        case(state)
        idle : 
            begin
                prdata <= 32'h00000000;
                pready <= 1'b0;
                pslverr <= 1'b0;
                state   <= setup;
            end
        setup:  
            begin
                if(psel == 1'b1)
                    state <= access;
                else
                    state <= setup;
             end
        access: 
            begin 
                if(pwrite && penable) 
                    begin
                        if(paddr < 32) 
                            begin
                                mem[paddr] <= pwdata;
                                state <= transfer;
                                pslverr <= 1'b0;
                                pready  <= 1'b1;
                            end
                        else 
                        begin
                            state <= transfer;
                            pready <= 1'b1;
                            pslverr <= 1'b1;
                        end
                    end
                else if (!pwrite && penable)
                    begin
                        if(paddr < 32) 
                        begin
                            prdata <= mem[paddr];
                            state <= transfer;
                            pready <= 1'b1;
                            pslverr <= 1'b0;
                        end
                        else 
                        begin
                            state <= transfer;
                            pready <= 1'b1;
                            pslverr <= 1'b1;
                            prdata <= 32'hxxxxxxxx;
                        end
                    end
                else
                    state <= setup;
            end  
            transfer: 
            begin
              state <= setup;
              pready <= 1'b0;
              pslverr <= 1'b0;
            end
            default : state <= idle;
      endcase   
    end
  end  
endmodule
interface apb_if ();
  logic              pclk;
  logic              presetn;
  logic       [31:0] paddr;
  logic              pwrite;
  logic       [31:0] pwdata;
  logic              penable;
  logic              psel;
  logic       [31:0] prdata;
  logic              pslverr;
  logic              pready;
endinterface
[run.sh]
#!/bin/bash
# OpenROAD 26Q1-2900-gdf79404cd8, Yosys 0.63+post, stock flow scripts
make -C /OpenROAD-flow-scripts/flow DESIGN_CONFIG=/design/flow/config.mk WORK_HOME=/design/flow/orfs finish
==> results.cfg <==
; physical design summary
[cts]
clock_path_buffers = 3
root_buffer = clkbuf_16
clkSinkCount = 1060
cts-resized-gates = 0
post_cts_buffers = 0
clk_pin_slew_ps = 60
holdBufCountCts = 0
ctsHtreeMaxLevel = 3
cts_tree = yes
clk_latency_ps = 690
numCtsBuffers = 111

[worst_setup_path]
crit_chain = buf_8 -> buf_4 -> buf_4 -> buf_4 -> mux2i_1 -> o22ai_1 -> nor4_1 -> buf_4 -> nand2_1 -> a22o_1
critPathLaunchType = input pin
cp_slowest_stage_delay_ps = 700
cp_common_cell = buf_4
end_kind = flip-flop
timing_worst_setup_path_type = in -> reg
cpMaxStageDelayCell = buf_4
cp.required_ps = 17160
cp.arrival_ps = 7070
cp_max_fo = 58

[global_route]
antenna_found_initial = 9
grt-ovfl-total = 0
grtUsageTotal_pct = 24.4
grt_pass1_vias = 28700
grt_pass1_wl_um = 196000
grt_start_max_net_pins = 98

[place]
gp_congestion = 0.841
place_ws_ps = 9390
placed_area_um2 = 50800
dp.final_hpwl_um = 72700
io_buffer_count = 102

[yosys]
ys_area_um2 = 47600
syn_area_um2 = 47600
syn_avg_cell_area_um2 = 13.8
synthFlopType = edfxtp_1
async_flop_share_pct = 0
postSynthSeqShare_pct = 66.1
synth_warnings = 1
synth_stat.cells = 3445
netlist_instances = 3445
synth-edff-count = 1024
post_synth_num_cell_types = 39
ys_ff = 1060

[final_timing]
skew_ps = 25.5
fin_crit_sh_pct = 39.2
fin_crit_ps = 6510
setup_slack_ps = 10090
drv_slew = 0
maxClockFrequency_mhz = 154
worstMarginPinSlew_ps = 1180
whs_ps = 485
finalSetupViolations = 0
rsz0062_at_grt = false
final.setup.tns_ps = 0
relSlewSlack_pct = 20.9
timing_hold_violations_final = 0

[final_layout]
flop_area_um2 = 31500
finalInstanceArea_um2 = 54300
comb_area_um2 = 15200
drive_gt1_share_pct = 10.9
layout.cells.most_common = and2_1
lay_top_cells = and2_1 (1025), edfxtp_1 (1024), mux2i_1 (512)
area_growth_pct = 14.1
fill_cells = 9966

[detailed_routing]
detail_route.wl_per_cell_um = 26.6
drt_iter0_markers = 1588
vias_per_cell = 5.43
drc = 0
vias = 27700
wl_um = 136000
ant_nets = 0
first_pass_iters = 5

[pwr]
power_switching_mw = 1.26
power_frac_clock_pct = 41.9
pwr_density_cell_nw_per_um2 = 107
sw_frac_of_total_pct = 21.7
seq_power_share_pct = 52.2
p_int_mw = 4.53
combinationalPowerShare_pct = 5.9
ir_drop_mv = 0.0848
finalPower_mw = 5.79
p_leak_nw = 20.7

[floorplanning]
floorplan.die.height_um = 347
fp_util_pct = 40.3
rows = 126
io_pins = 103
die_w_um = 347
dieArea_um2 = 120000
core_um2 = 118000

[flow_run]
maxCapViolCount = 0
warnings = 28

[status]
outcome = finished, final reports clean

[worst_hold_path]
hp-class = reg -> reg
cells in the mapped netlist (6+ instances only):
library cell / n / area [µm²]
mux2i_1: 512 / 5120
dfxtp_1: 36 / 721
clkbuf_1: 259 / 972
nor4_1: 66 / 413
o22ai_1: 256 / 1600
nor2_1: 18 / 67.6
buf_4: 12 / 90.1
clkbuf_2: 36 / 180
buf_2: 23 / 115
nand2_1: 39 / 146
nand3_1: 6 / 30.0
nand4bb_1: 6 / 67.6
edfxtp_1: 1024 / 30700
a22o_1: 32 / 280
and2_1: 1025 / 6410
o21ai_0: 32 / 160
nor2_2: 12 / 75.1
sequential cells by signal, indices dropped and copies added, names as in the netlist:
| name | cells |
|---|---|
| mem | 1024 |
| prdata | 32 |
| pready | 1 |
| pslverr | 1 |
| state | 2 |
cell type report:
type | instances | area share [%]
Clock inverter | 50 | 0.838
Tap cell | 1536 | 3.54
Inverter | 4 | 0.0276
Sequential cell | 1060 | 57.9
Antenna cell | 3 | 0.0138
Clock buffer | 155 | 5.66
Multi-Input combinational cell | 2048 | 28.0
Timing Repair Buffer | 256 | 4.03
cell families (layout without fill, tap and decap cells):
group                      count (synthesis)  count (layout)  share of synthesized area (%)
and+or+nand+nor                         1207            1207                           15.8
DFF                                     1060            1060                           66.1
muxes                                    512             512                           10.8
buffers and inverters                    337             465                           2.94
AOI/OAI and AO/OA                        326             326                           4.38
adders and majority gates                  3               3                         0.0788
other                                      0               3                              0
critical path, delay by kind of cell:
family / cells / cell delay, ps
buf+inv: 5 / 2680
simple gates: 2 / 380
compound gates: 2 / 310
mux: 1 / 260
metrics by stage:
stage               std cells  utilization, %
floorplan                3445               -
global placement         4904            43.0
detailed placement       4904            43.0
CTS                      5109            46.0
finish                   5112            46.0
global route             5109            46.0
power groups by stage:
stage         logic [mW]  registers [mW]  clock network (mW)
CTS                0.342            3.02                2.46
global route       0.365            3.03                2.56
finish             0.342            3.02                2.42
per-layer routing:
metal,routed length (µm),global-route usage [%],vias up
met5,31,0,-
met4,3960,5.58,6
met3,18600,14.3,241
met2,62200,36.1,1385
met1,50900,32.6,13500
li1,-,-,12700
worst paths after layout:
path / slack [ps] / endpoint / from / depth (start not counted)
setup / recovery: 10090 / prdata[4] / paddr[1] / 10
hold / removal: 480 / prdata[30] / prdata[30] / 1
hold reg to reg: 480 / prdata[30] / prdata[30] / 1
setup reg to reg: 13540 / mem[2][24] / state[0] / 7
Power is estimated from default activity; no workload was simulated.
